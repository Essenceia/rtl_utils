### flow/run.sh
#!/bin/bash
# OpenROAD 26Q1-2900-gdf79404cd8, Yosys 0.63+post, stock flow scripts
make -C /OpenROAD-flow-scripts/flow DESIGN_CONFIG=/design/flow/config.mk WORK_HOME=/design/flow/orfs finish
### flow/config.mk
export PLATFORM = sky130hd
export DESIGN_NAME = idx_msb_one
export DESIGN_NICKNAME = idx_msb_one
export VERILOG_FILES = /design/flow/design.v
export SDC_FILE = /design/flow/constraint.sdc
export NUM_CORES = 4
export LEC_CHECK = 1
export CORE_AREA = 10 10 88 88
export DIE_AREA = 0 0 98 98
export SYNTH_HDL_FRONTEND = slang
### flow/constraint.sdc
current_design idx_msb_one

set clk_period 5.0
set clk_io_pct 0.2

create_clock -name clk0 -period $clk_period

set non_clock_inputs [all_inputs -no_clocks]
set_input_delay [expr $clk_period * $clk_io_pct] -clock clk0 $non_clock_inputs
set_output_delay [expr $clk_period * $clk_io_pct] -clock clk0 [all_outputs]
### flow/design.v
module inner_idx_msb_one#(
	parameter I  = 2,    
	parameter D  = 32,   
	parameter ID = I+1,  
	parameter OD = D/2,  
	parameter C  = 6     
	)
	(
	input  [(I*D)-1:0] data_i,
	output [C-1:0]     idx_o
	);
	wire [(ID*OD)-1:0] next;
	genvar i;
	generate
		for( i=0; i<OD; i=i+1 ) begin : loop_inner_idx_msb
			wire [I-1:0] left;
			wire [I-1:0] right;
			wire [I:0]   debug_next;
			wire         left_v;
			assign right  = data_i[((I*2)*i)+I-1:(I*2)*i];
			assign left   = data_i[((I*2)*i)+(I*2)-1:((I*2)*i)+I];
			assign left_v = |left;
			assign debug_next = ({I+1{left_v}} & ( { 1'b0 ,left } | (1 << I) ))
									|{ 1'b0 , {I{~left_v}}&right }; 
			assign next[(i*(I+1))+I:i*(I+1)] = ({I+1{left_v}} & ( { 1'b0 ,left } | (1 << I) ))
													 |{ 1'b0 , {I{~left_v}}&right }; 
		end 
	if (I+1 < C) begin
		inner_idx_msb_one#(I+1,D/2,ID+1,OD/2,C) inner_idx_msb_one
		(
			.data_i(next),
			.idx_o(idx_o)
		);
	end else begin
		assign idx_o = next;
	end
	endgenerate
endmodule
module idx_msb_one#(
	parameter I = 64,  
	parameter I_log = 6  
	)(
	input  [I-1:0]     data_i,
	output [I_log-1:0] idx_o
	);
	wire [I-1:0]     init;
	wire [I_log:0] res;
	genvar i;
	generate
		for( i=0; i<(I/2); i=i+1 ) begin : loop_init_idx_msb_one
			wire left;
			wire right;
			assign right = data_i[i*2];
			assign left  = data_i[(i*2)+1];
			assign init[(i*2)+1:i*2]     = {left, ~left & right};
		end
	endgenerate
	inner_idx_msb_one#(2,I/2,3,I/4,I_log+1) inner_idx_msb_one
	(
		.data_i(init),
		.idx_o(res)
	);
	assign idx_o = res[I_log:1];
endmodule
==> results.txt <==
Implementation numbers.

- The run finished with clean final reports.
- The critical path starts at data_i[61].
- The floorplan report gives the top-level pin count as 70.
- The layout has 656 filler cells.
- The global placer's final weighted congestion is 0.780.
- The first global-routing pass estimated 5440 um of wire.
- The number of cells in Yosys stat is 114.
- The final setup TNS is 0 ns.
- The antenna violation net count after detailed routing is 0.
- The initial antenna violation count is 0.
- The die is 98 um tall.
- The detailed router reported a total wirelength of 3390 um.
- The data required time of the worst path is 4.00 ns.
- For this run, the total global-route usage over all layers was measured as 6.61%.
- In the routed design, unresolved DRC markers number 0.
- The data arrival time of the critical path is 3.82 ns.
- The worst setup path is captured at an output pin.
- Per report_power, the combinational group accounts for 100.0% of the total.
- The violation tally recorded at the end of detailed-routing iteration 0 is 11.
- Static timing analysis puts the maximum clock frequency at 208 MHz.
- The area taken by flip-flops and latches is 0 sq um.
- Per the layout report, the design carries 0 clock buffers.
- The total congestion overflow is 0.
- The share of final-layout standard cells stronger than drive strength 1 is 13.8%.
- The tally of yosys warning messages is 0.
- The most area-hungry cell type in the Yosys netlist is a21oi_1.
- The first-pass iteration count of the detailed router is 4.
- The average via count per standard cell is 4.15.
- The floorplan row count is 28.
- Once detailed placement completed, the half-perimeter wirelength came to 3110 um.
- The area growth from synthesis to final layout is 129%.
- The worst setup path is launched from a primary input.
- The worst path uses 96.4% of the clock period.
- The internal power summed over all cells is 60.8 uW.
- VDD sags by at most 22.4 uV.
- The time the worst path needs with I/O delays and setup is 4.82 ns.
- Setup repair after global routing left no endpoint under its margin.
- After detailed routing, the average wire length per cell comes to 12.5 um.
- The number of cells on the worst hold path is listed as 5.
- The routed layout has 1,124 vias.
- Per the post-run analysis, buffers plus inverters along the critical path come to 4.
- The end of the worst hold path is idx_o[0].
- The area of the core region is 5920 sq um.
- The path class of the lowest-slack min-delay path is primary input to output pin.
- In the final report, the number of hold violations comes to 0.
- The via count of the first global-routing pass is 1,131.
- Summing the sequential cell areas from Yosys gives 0% of the chip area.
- Switching power as a fraction of the total was reported as 33.9%.
- Looking at hold timing, the worst path starts from data_i[63].
- Power spread over the standard cell area amounts to 57.8 nW/um^2.
- The final timing report counts setup violations totalling 0.
- The relative contribution of sequential cells to total power is 0%.
- The total standard cell area after synthesis is 693 sq um.
- Port buffering added 69 buffers.
- Sorting the synthesis cell report by count puts at the top a21oi_1.
- Among all stages on the critical path, the maximum delay recorded is 0.58 ns.
- Synthesis handed over a netlist of 114 instances.
- Before placement the cells fill 11.7% of the core.
- Per STA, the worst path is made up of clkdlybuf4s50_1 > or4_4 > nor2b_4 > nand4b_1 > or3_4 > or4_4 > buf_4 > buf_4 > o221ai_2 > dlymetal6s2s_1.
- The count of antenna diodes in the layout is 0.
- The floorplan step defined a die boundary enclosing 9600 sq um.
- At the pin with the least slew margin, the transition time is 0.566 ns.
- The number of distinct library cell variants in the gate-level netlist after synthesis is 29.
- Summed over its instances, the top area cell type makes up 13.7% of the synthesized netlist area.
- The dominant delay contributor by cell family on the critical path is simple AND/OR/NAND/NOR gates.
- For this design the static power due to leakage is 0.000587 uW.
- The post-layout utilization of the core is 26.9%.
- Post-synthesis, Yosys gives the total cell area as 693 sq um.
- Headroom to the max-slew limit came out at 61.9%.
- Sorting the synthesized cells by area gives the leading types as a21oi_1, nor2_1, inv_1.
- Sorting the synthesized cells by how often they occur yields a21oi_1, nor2_1, inv_1, nor3_1.
- The max-capacitance violation count is 0.
- The timing report shows that the slowest cell on the worst path is or4_4.
- Looking at the setup timing report, the critical path kind is primary input to output pin.
- The worst-path maximum fanout is 4.
- Sequential cells placed in the final layout were counted as 0.
- The die is 98 um wide.
- The clock share of power is 0%.
- The tool warning count for the run is 33.
- The pin count of the biggest net entering global routing is 7.
- In this run the mean area of a mapped cell was 6.08 sq um.
- Max-slew check failures listed in the final report amount to 0.
- The script extracted a net switching power of 31.1 uW.
how the worst max path moves through the flow:
stage,endpoint,depth (start not counted)
finish,idx_o[1],10
global route,idx_o[1],10
CTS,idx_o[1],8
final cells by class:
type	instances	area [sq um]	share of cell area, %
inverters	15	56.3	3.54
repair buffers	84	816	51.3
multi-input cells	97	624	39.3
well taps	75	93.8	5.90
repair_timing:
action / CTS / global route
resized: 0 / 6
pin swaps: 1 / 3
gates cloned: 0 / 0
endpoints found under the setup margin: 1 / 5
hold buffers: 0 / 0
buffers inserted: 0 / 3
per-layer routing:
metal	part of all wire (%)	global-route usage, %
met5	0	0
met4	0	0
met3	7.3	1.85
met2	47	11.5
met1	46	8.38
cell usage in the layout (no fill, tap or decap), types with 4 or more instances in the layout:
| cell type | n |
|---|---|
| nor4_1 | 6 |
| o31ai_1 | 6 |
| buf_4 | 15 |
| o21ai_0 | 4 |
| nor3_1 | 8 |
| o21bai_1 | 4 |
| inv_1 | 15 |
| o221ai_2 | 4 |
| nor2b_1 | 4 |
| dlymetal6s2s_1 | 5 |
| a21oi_1 | 19 |
| nor2_1 | 16 |
| clkdlybuf4s50_1 | 64 |
| nand2_1 | 4 |
cells by family after synthesis:
kind of cell	synth area share, %
AND/OR/NAND/NOR	43.7
buffers and inverters	10.8
AND-OR/OR-AND	45.5
power by group through the flow:
stage / clock network [uW] / registers (uW) / logic [uW]
finish: 0 / 0 / 91.9
global route: 0 / 0 / 101
CTS: 0 / 0 / 93.0
through the flow:
stage	hold WS, ns	cell area [sq um]	cells	total power, uW	worst slack, ns
2_1_floorplan	2.06	693	114	22.3	0.952
3_3_place_gp	3.20	1550	268	92.1	0.0189
3_5_place_dp	3.20	1550	268	92.3	0.0104
4_1_cts	3.21	1550	268	93.0	0.0156
5_1_grt	2.87	1590	271	101	0.0406
6_report	2.81	1590	271	91.9	0.181
No activity file was given, so power comes from the tool's default toggle rates.
